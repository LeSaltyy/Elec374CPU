==> design/flow/run.sh <==
#!/bin/bash
# OpenROAD 26Q1-2900-gdf79404cd8, Yosys 0.63+post, stock flow scripts
make -C /OpenROAD-flow-scripts/flow DESIGN_CONFIG=/design/flow/config.mk WORK_HOME=/design/flow/orfs finish
==> design/flow/config.mk <==
export PLATFORM = sky130hd
export DESIGN_NAME = div_32
export DESIGN_NICKNAME = div_32
export VERILOG_FILES = /design/flow/design.v
export SDC_FILE = /design/flow/constraint.sdc
export NUM_CORES = 4
export LEC_CHECK = 1
export CORE_UTILIZATION = 50
==> design/flow/constraint.sdc <==
current_design div_32

set clk_period 434.9
set clk_io_pct 0.2

create_clock -name clk0 -period $clk_period

set non_clock_inputs [all_inputs -no_clocks]
set_input_delay [expr $clk_period * $clk_io_pct] -clock clk0 $non_clock_inputs
set_output_delay [expr $clk_period * $clk_io_pct] -clock clk0 [all_outputs]
==> design/flow/design.v <==
module div_32(
	input wire [31:0] A, M,
	output reg [63:0] Q
);
	reg [31:0] temp;
	integer count;
	always @ (A or M) begin
		Q = {32'b0, A};
		for (count = 0; count < 32; count = count + 1) begin
			Q = Q << 1;
			temp = Q[63:32];
			Q[63:32] = Q[63:32] - M;	
			if (Q[63] == 1) begin
				Q[0] = 0;
				Q[63:32] = temp;
			end else begin
				Q[0] = 1;
			end
		end
end
endmodule
==> flow_results.org <==
#+TITLE: Implementation results

** Run status
- The run finished with clean final reports.

** Flow run
- Number of warnings the tools reported :: 34
- Per the run summary, max-cap violations total 0.

** Critical path
- For reference, the most critical setup path is categorized as input pin to output pin.
- For this design, the slowest cell found on the critical path is o41ai_1.
- Critical path data arrival time :: 287.38 ns
- Per STA, the startpoint of the critical path is M[16].
- By instance count, the cell type seen most on the critical path is a21o_1.
- For this run, the slowest stage of the critical path takes 0.74 ns.
- Per the timing report, the biggest fanout along the worst path comes to 66.
- The worst setup path is launched from an input pin.
- The OpenROAD report gives the critical path a required time of 347.92 ns.
- Element type at the critical path end :: output pin

** Hold path
- Worst-case hold path end point :: Q[33]
- Min-delay worst type :: input pin to output pin
- Worst Hold Depth :: 4
- STA lists the startpoint of the worst hold path as A[1].

** Final timing
- Per the timing report, the achievable frequency comes out to 2.67 MHz.
- Final count of hold timing violations :: 0
- Number of pins with negative max-slew slack in the final report :: 0
- In this run the tightest slew margin relative to its limit is 38.8%.
- Setup repair after global routing left no endpoint under its margin.
- For the pin with the worst max-slew slack, the measured transition is 0.906 ns.
- Sum Neg Setup Slack :: 0 ns
- Per the finish-stage timing summary, setup violations number 0.
- Final worst hold slack :: 175.22 ns
- The worst path uses 86.1% of the clock period.
- Counting I/O delays and the setup requirement, the final critical path takes 374.36 ns.

** GRT
- Remaining global-route overflow :: 0
- The via count of the first global-routing pass was 49.5k.
- Global-route wire length before repair :: 280000 µm
- Entering global routing, the biggest net connects 67 pins.
- The initial antenna violation count was 1.
- Across every metal layer, demand over resource in global routing totals 32.9%.

** Drt
- Detailed-route wire length :: 182000 µm
- For this run, the detailed router reports a per-instance via density of 6.00.
- DRT Pass-1 Iters :: 6
- Total vias in the final route :: 55.8k
- Once iteration 0 of detailed routing completed, the report listed 4115 DRC markers.
- Per-cell routed wire length :: 19.5 µm
- Number of diodes added for antenna fixing :: 0
- For this run, design rule violations remaining after detail routing come to 0.
- In this run the remaining antenna-violating nets after routing total 0.

** Yosys
- The stat command in Yosys gives a chip area of 54100 µm².
- Unique cell types :: 118
- Count of mapped cells out of synthesis :: 7902
- Per the Yosys statistics, synthesis produced 7902 cells.
- Synth warnings :: 1
- After synthesis, flip-flops and latches occupy 0% of the total area.
- For reference, the post-synthesis area per instance comes to 6.84 µm².
- The mapped netlist covers 54100 µm².

** Floorplanning
- According to the floorplan log, the row count is 120.
- The total area inside the core boundary comes to 107000 µm².
- Horizontal die dimension :: 331 µm
- Pin placement for this block handled 128 I/O pins.
- Before placement the cells fill 50.4% of the core.
- Chip Area :: 109000 µm²
- According to the floorplan report, the die height is 331 µm.

** Final layout
- The area growth from synthesis to layout is 5.64%.
- In the final layout, flip-flops and latches occupy 0 µm².
- Number of sequential storage elements :: 0
- Share of post-route cells with drive strength above 1 :: 5.49%
- Total of clock buffers placed in the layout :: 0

** Placed design
- Global placer's final weighted congestion :: 0.988
- Quantity of I/O buffers inserted on ports :: 128
- In the placement report, post-DP HPWL is listed as 141000 µm.

** Clock tree
- Number of resized instances in the post-cts repair step :: 0
- Setup bufs post-CTS :: 0
- Hold repair after CTS inserted 0 buffers.
## layer usage
layer	part of all wire, %	up-vias	global-route usage, %
li1	-	28800	-
met1	48	25400	48.0
met2	44	1481	52.1
met3	5.5	212	2.72
met4	2.9	0	8.03
met5	0	-	0
## critical path, delay by kind of cell
family	cells	cell delay, ns
AND/OR/NAND/NOR	150	26.53
AND-OR/OR-AND	711	134.95
XOR/XNOR	35	8.99
multiplexers	5	1.71
adder cells (fa/ha/maj)	32	10.07
buffers and inverters	61	17.32
## layout by cell type (no fill, tap or decap), drive strengths merged, types with 17 or more instances in the layout
cell and instances:
a211oi 62, clkdlybuf4s50 125, o211ai 87, mux2 145, nor2b 75, o221ai 68, o21a 55, or2 29
o22ai 36, a21oi 805, nand2 595, xnor2 577, a21boi 99, a22oi 88, nand4 47, ha 960
nor2 718, and2 49, nand3b 31, or3 46, a221o 17, a31oi 26, o21bai 213, inv 635
nand3 197, o31ai 49, xor2 282, nand2b 109, and3 45, fa 31, a21o 453, o21ai 576
buf 124, mux2i 51, a222oi 37, nor3 121
## cell type report
type,instances,area (µm²)
multi-input cells,7017,50800
fillers,10400,50100
inverters,637,2400
repair buffers,249,2170
well taps,1403,1760
## logic make-up after synthesis
group	synth area share, %
adder cells (fa/ha/maj)	23.4
buffers and inverters	6.26
AND-OR/OR-AND	33.9
multiplexers	4.04
AND/OR/NAND/NOR	18.4
XOR/XNOR	14.0
## metrics by stage
| stage | area (µm²) | worst slack (ns) | instances | utilization [%] |
|---|---|---|---|---|
| 2_1_floorplan | 54100 | 79.28 | 7902 | - |
| 3_3_place_gp | 57100 | 64.20 | 9306 | 53.3 |
| 3_5_place_dp | 57100 | 62.74 | 9306 | 53.3 |
| 4_1_cts | 57100 | 61.60 | 9306 | 53.3 |
| 5_1_grt | 57100 | 39.27 | 9306 | 53.3 |
| 6_report | 57100 | 60.54 | 9306 | 53.3 |
## synth_stat cells (48+ instances only)
cell type / n / area share [%]
ha_1: 960 / 22
a21oi_1: 800 / 7.4
nor2_1: 714 / 5.0
inv_1: 616 / 4.3
nand2_1: 591 / 4.1
xnor2_1: 573 / 9.3
o21ai_0: 559 / 5.2
a21o_1: 452 / 6.3
xor2_1: 281 / 4.6
o21bai_1: 212 / 2.9
nand3_1: 197 / 1.8
clkbuf_1: 165 / 1.1
mux2_2: 141 / 2.9
nor3_1: 118 / 1.1
nand2b_1: 109 / 1.3
a21boi_0: 98 / 1.4
a22oi_1: 88 / 1.2
o211ai_1: 86 / 1.2
nor2b_1: 75 / 0.87
o221ai_1: 68 / 1.1
a211oi_1: 59 / 0.82
o21a_1: 55 / 0.76
buf_1: 52 / 0.36
and2_1: 49 / 0.57
o31ai_1: 48 / 0.67
## worst max path at each step
stage                   end  slack (ns)
after global routing  Q[44]       39.27
after CTS             Q[44]       61.60
final                 Q[41]       60.54
