[flow/config.mk]
export PLATFORM = sky130hd
export DESIGN_NAME = busmux
export DESIGN_NICKNAME = busmux
export VERILOG_FILES = /design/flow/design.v
export SDC_FILE = /design/flow/constraint.sdc
export NUM_CORES = 4
export LEC_CHECK = 1
export CORE_AREA = 10 10 319 319
export DIE_AREA = 0 0 329 329
[flow/run.sh]
#!/bin/bash
# OpenROAD 26Q1-2900-gdf79404cd8, Yosys 0.63+post, stock flow scripts
make -C /OpenROAD-flow-scripts/flow DESIGN_CONFIG=/design/flow/config.mk WORK_HOME=/design/flow/orfs finish
[flow/design.v]
module busmux #(parameter WIDTH = 32) (
    input wire [WIDTH-1:0] BusMuxIn_R0,
    input wire [WIDTH-1:0] BusMuxIn_R1,
    input wire [WIDTH-1:0] BusMuxIn_R2,
    input wire [WIDTH-1:0] BusMuxIn_R3,
    input wire [WIDTH-1:0] BusMuxIn_R4,
    input wire [WIDTH-1:0] BusMuxIn_R5,
    input wire [WIDTH-1:0] BusMuxIn_R6,
    input wire [WIDTH-1:0] BusMuxIn_R7,
    input wire [WIDTH-1:0] BusMuxIn_R8,
    input wire [WIDTH-1:0] BusMuxIn_R9,
    input wire [WIDTH-1:0] BusMuxIn_R10,
    input wire [WIDTH-1:0] BusMuxIn_R11,
    input wire [WIDTH-1:0] BusMuxIn_R12,
    input wire [WIDTH-1:0] BusMuxIn_R13,
    input wire [WIDTH-1:0] BusMuxIn_R14,
    input wire [WIDTH-1:0] BusMuxIn_R15,
    input wire [WIDTH-1:0] BusMuxIn_HI,
    input wire [WIDTH-1:0] BusMuxIn_LO,
    input wire [WIDTH-1:0] BusMuxIn_Zhigh,
    input wire [WIDTH-1:0] BusMuxIn_Zlow,
    input wire [WIDTH-1:0] BusMuxIn_PC,
    input wire [WIDTH-1:0] BusMuxIn_MDR,
    input wire [WIDTH-1:0] BusMuxIn_InPort,
    input wire [WIDTH-1:0] C_sign_extended,
    input wire [15:0]Routwire,
    input wire HIout, LOout, Zhighout, Zlowout, PCout, MDRout, InPortout, Cout,
    output reg [WIDTH-1:0] BusMuxOut
);
    wire [4:0] select;
    encoder32to5 encoder (
        .RoutWire(Routwire),
        .HIout(HIout), .LOout(LOout), .Zhighout(Zhighout), .Zlowout(Zlowout),
        .PCout(PCout), .MDRout(MDRout), .InPortout(InPortout), .Cout(Cout),
        .select(select)
    );
    always @(*) begin
	     BusMuxOut = {WIDTH{1'b0}};
        case (select)
            5'd0:  BusMuxOut = BusMuxIn_R0;
            5'd1:  BusMuxOut = BusMuxIn_R1;
            5'd2:  BusMuxOut = BusMuxIn_R2;
            5'd3:  BusMuxOut = BusMuxIn_R3;
            5'd4:  BusMuxOut = BusMuxIn_R4;
            5'd5:  BusMuxOut = BusMuxIn_R5;
            5'd6:  BusMuxOut = BusMuxIn_R6;
            5'd7:  BusMuxOut = BusMuxIn_R7;
            5'd8:  BusMuxOut = BusMuxIn_R8;
            5'd9:  BusMuxOut = BusMuxIn_R9;
            5'd10: BusMuxOut = BusMuxIn_R10;
            5'd11: BusMuxOut = BusMuxIn_R11;
            5'd12: BusMuxOut = BusMuxIn_R12;
            5'd13: BusMuxOut = BusMuxIn_R13;
            5'd14: BusMuxOut = BusMuxIn_R14;
            5'd15: BusMuxOut = BusMuxIn_R15;
            5'd16: BusMuxOut = BusMuxIn_HI;
            5'd17: BusMuxOut = BusMuxIn_LO;
            5'd18: BusMuxOut = BusMuxIn_Zhigh;
            5'd19: BusMuxOut = BusMuxIn_Zlow;
            5'd20: BusMuxOut = BusMuxIn_PC;
            5'd21: BusMuxOut = BusMuxIn_MDR;
            5'd22: BusMuxOut = BusMuxIn_InPort;
            5'd23: BusMuxOut = C_sign_extended;
            default: BusMuxOut = {WIDTH{1'b0}};  
        endcase
    end
endmodule
module encoder32to5 (
    input wire [15:0] RoutWire,   
    input wire HIout, LOout, Zhighout, Zlowout, PCout, MDRout, InPortout, Cout,
    output reg [4:0] select
);
    always @(*) begin
		  select = 5'd24;
        if (RoutWire[0])      select = 5'd0;  
        else if (RoutWire[1]) select = 5'd1;  
        else if (RoutWire[2]) select = 5'd2;  
        else if (RoutWire[3]) select = 5'd3;  
        else if (RoutWire[4]) select = 5'd4;  
        else if (RoutWire[5]) select = 5'd5;  
        else if (RoutWire[6]) select = 5'd6;  
        else if (RoutWire[7]) select = 5'd7;  
        else if (RoutWire[8]) select = 5'd8;  
        else if (RoutWire[9]) select = 5'd9;  
        else if (RoutWire[10]) select = 5'd10;  
        else if (RoutWire[11]) select = 5'd11;  
        else if (RoutWire[12]) select = 5'd12;  
        else if (RoutWire[13]) select = 5'd13;  
        else if (RoutWire[14]) select = 5'd14;  
        else if (RoutWire[15]) select = 5'd15;
        else if (HIout)      select = 5'd16;
        else if (LOout)      select = 5'd17;
        else if (Zhighout)   select = 5'd18;
        else if (Zlowout)    select = 5'd19;
        else if (PCout)      select = 5'd20;
        else if (MDRout)     select = 5'd21;
        else if (InPortout)  select = 5'd22;
        else if (Cout)       select = 5'd23;
    end
endmodule
[flow/constraint.sdc]
current_design busmux

set clk_period 15.1
set clk_io_pct 0.2

create_clock -name clk0 -period $clk_period

set non_clock_inputs [all_inputs -no_clocks]
set_input_delay [expr $clk_period * $clk_io_pct] -clock clk0 $non_clock_inputs
set_output_delay [expr $clk_period * $clk_io_pct] -clock clk0 [all_outputs]
==> impl_results.html <==
<!-- implementation run metrics -->
<table>
<tr><th>Metric</th><th>Value</th></tr>
<tr><th colspan="2">Outcome</th></tr>
<tr><td>Outcome</td><td>complete, no violations</td></tr>
<tr><th colspan="2">Layout</th></tr>
<tr><td>Area growth, synth to finish</td><td>185%</td></tr>
<tr><td>Sequential cell area</td><td>0 µm²</td></tr>
<tr><td>Count of sequential standard cells</td><td>0</td></tr>
<tr><td>Share of cells above drive strength 1</td><td>0.0807</td></tr>
<tr><td>Highest-count logic cell in the final layout</td><td>sky130_fd_sc_hd__clkdlybuf4s50_1</td></tr>
<tr><td>Final design utilization</td><td>0.168</td></tr>
<tr><td>Clock buf count</td><td>0</td></tr>
<tr><td>Top logic cells by instance count in the layout</td><td>sky130_fd_sc_hd__clkdlybuf4s50_1 (823), sky130_fd_sc_hd__a22oi_1 (146), sky130_fd_sc_hd__nand2_1 (92)</td></tr>
<tr><th colspan="2">Die</th></tr>
<tr><td>Die outline width</td><td>329 µm</td></tr>
<tr><td>Site Rows</td><td>113</td></tr>
<tr><td>Pre-placement core utilization</td><td>0.0589</td></tr>
<tr><td>Die ar.</td><td>108000 µm²</td></tr>
<tr><td>Die span in y</td><td>around 330 µm</td></tr>
<tr><td>I/O pin count</td><td>824</td></tr>
<tr><td>Placeable core area</td><td>94900 µm²</td></tr>
<tr><th colspan="2">Drt</th></tr>
<tr><td>Routed Wire Length</td><td>132000 µm</td></tr>
<tr><td>Ratio of routed vias to standard cells</td><td>4.39</td></tr>
<tr><td>Total number of vias</td><td>13100</td></tr>
<tr><td>Number of detailed-route iterations in the first pass</td><td>8</td></tr>
<tr><td>Tally of nets with antenna violations remaining after routing</td><td>0</td></tr>
<tr><td>Wirelength per Cell</td><td>44.2 µm</td></tr>
<tr><td>DRC violation count after routing</td><td>0</td></tr>
<tr><td>Initial DRC Count</td><td>roughly 1600</td></tr>
<tr><th colspan="2">Critical path</th></tr>
<tr><td>Buffers and inverters on the worst path</td><td>5</td></tr>
<tr><td>WP data arrival</td><td>8390 ps</td></tr>
<tr><td>Cell family contributing the most delay on the critical path</td><td>AND-OR/OR-AND gates</td></tr>
<tr><td>Worst Setup Path Type</td><td>in -&gt; out</td></tr>
<tr><td>Max FO, Critical Path</td><td>23</td></tr>
<tr><td>Crit path capture type</td><td>output pin</td></tr>
<tr><td>Critical path cell sequence</td><td>clkdlybuf4s50_1, or4_1, a221o_1, a31oi_2, a211o_2, buf_4, nor2_2, buf_4, a22o_1, a2111oi_0, buf_2, or3b_1, clkdlybuf4s50_1</td></tr>
<tr><td>Crit path required time</td><td>12080 ps</td></tr>
<tr><td>Critical path's largest stage delay</td><td>approximately 640 ps</td></tr>
<tr><td>Critical Path Start Type</td><td>primary input</td></tr>
<tr><td>Slowest-stage cell, CP</td><td>sky130_fd_sc_hd__a31oi_2</td></tr>
<tr><th colspan="2">Power and ir drop</th></tr>
<tr><td>Power density of the placed cells</td><td>25.5 nW/µm²</td></tr>
<tr><td>Largest voltage drop on the vdd net</td><td>0.0102 mV</td></tr>
<tr><td>Net switching power</td><td>0.000166 W</td></tr>
<tr><td>Combinational cell fraction of total power</td><td>1.000</td></tr>
<tr><td>Static Leakage</td><td>5.03 nW</td></tr>
<tr><td>Share of total power in sequential cells</td><td>0</td></tr>
<tr><td>Clock share of power</td><td>0</td></tr>
<tr><td>Sw Ratio</td><td>0.410</td></tr>
<tr><td>Internal power component</td><td>0.000239 W</td></tr>
<tr><th colspan="2">Timing</th></tr>
<tr><td>Setup repair after global routing missed its margin</td><td>no</td></tr>
<tr><td>Fin crit period</td><td>about 11000 ps</td></tr>
<tr><td>Share of the clock period used by the worst path</td><td>0.755</td></tr>
<tr><td>Max-slew violation count</td><td>0</td></tr>
<tr><td>Slew at the pin with the worst max-slew slack</td><td>about 1100 ps</td></tr>
<tr><td>Maximum operating frequency</td><td>0.0877 GHz</td></tr>
<tr><td>Worst Setup Slack, final</td><td>3690 ps</td></tr>
<tr><td>Final setup TNS</td><td>0 ps</td></tr>
<tr><td>Hold Fails Final Rpt</td><td>0</td></tr>
<tr><td>Final Setup Violations</td><td>0</td></tr>
<tr><td>Relative slew margins</td><td>0.298</td></tr>
<tr><th colspan="2">Synth</th></tr>
<tr><td>Synthesized chip area reported by yosys</td><td>5590 µm²</td></tr>
<tr><td>Cells taking the most area after synthesis</td><td>sky130_fd_sc_hd__a22oi_1 (20%), sky130_fd_sc_hd__a222oi_1 (9.1%), sky130_fd_sc_hd__a22o_1 (8.3%)</td></tr>
<tr><td>Post-synthesis instance area</td><td>5590 µm²</td></tr>
<tr><td>Average cell area after synthesis</td><td>6.51 µm²</td></tr>
<tr><td>Yosys warning count</td><td>2</td></tr>
<tr><td>Netlist cell types</td><td>67</td></tr>
<tr><td>Instance tally after logic synthesis</td><td>858</td></tr>
<tr><td>Share of synthesized area occupied by flip-flops and latches</td><td>0</td></tr>
<tr><td>Top-area cell share</td><td>0.196</td></tr>
<tr><td>Yosys top cell by area</td><td>sky130_fd_sc_hd__a22oi_1</td></tr>
<tr><td>Count of instantiated cells in the yosys netlist</td><td>858</td></tr>
<tr><th colspan="2">Placed design</th></tr>
<tr><td>Worst setup slack after placement</td><td>around 3700 ps</td></tr>
<tr><td>Final weighted congestion in routability-driven placement</td><td>between 0.9 and 1</td></tr>
<tr><td>PortBufs</td><td>824</td></tr>
<tr><td>Placed wire-length estimate after detailed placement</td><td>114000 µm</td></tr>
<tr><th colspan="2">Global route</th></tr>
<tr><td>Global-route wire length before repair</td><td>159000 µm</td></tr>
<tr><td>Antenna violations before repair</td><td>157</td></tr>
<tr><td>Total grt overflow</td><td>0</td></tr>
<tr><td>Pin count of the biggest net entering global routing</td><td>48</td></tr>
<tr><td>Total routing usage reported by global routing</td><td>0.233</td></tr>
<tr><td>Vias in the first global route</td><td>around 13000</td></tr>
<tr><th colspan="2">CTS</th></tr>
<tr><td>Number of gates resized after CTS</td><td>0</td></tr>
<tr><td>Post-CTS setup-driven buffer insertion count</td><td>0</td></tr>
<tr><td>Post-CTS Hold Buffers</td><td>0</td></tr>
<tr><th colspan="2">Hold path</th></tr>
<tr><td>Hold crit path type</td><td>in -&gt; out</td></tr>
<tr><th colspan="2">Flow run</th></tr>
<tr><td>Total tool warning count</td><td>32</td></tr>
<tr><td>Max-cap viol count</td><td>0</td></tr>
</table>
worst paths after layout:
path	from	end	slack, ps	cells after the start
worst max-delay path	Routwire[3]	BusMuxOut[11]	3690	13
worst min-delay path	BusMuxIn_LO[26]	BusMuxOut[26]	7010	4
power by group through the flow:
stage	Clock, W	Sequential (W)	Combinational, W
final	0.000000000346	0	0.000405
after global routing	0.000000000152	0	0.000421
after CTS	0	0	0.000408
Yosys cell counts (all sizes together) (3+ instances only):
cell type	number
nand2	94
nor2b	3
o221a	3
a211oi	9
nor2	66
a22oi	146
inv	6
nor3	27
o221ai	6
nand2b	3
nand4	19
and2	4
o32ai	3
mux2i	3
a31oi	7
o2bb2ai	6
nand3	33
o21ai	22
clkbuf	40
and3	9
a221o	7
a222oi	51
o31ai	4
nor4	15
a221oi	46
or4	8
or2	4
o22ai	13
a32o	4
nor4b	3
a21oi	38
o211ai	9
o22a	3
buf	53
a22o	53
a2111oi	8
a32oi	6
worst min-delay path: stages:
cell                              delay [ps]
sky130_fd_sc_hd__clkdlybuf4s50_1         410
sky130_fd_sc_hd__nand2_1                  60
sky130_fd_sc_hd__nand4_1                  80
sky130_fd_sc_hd__clkdlybuf4s50_1         420
cells by family (layout without fill, tap and decap cells):
family                 after synthesis  in the layout  synth area share
buffers and inverters               99            914            0.0815
AND/OR/NAND/NOR                    295            295             0.259
multiplexers                         4              4           0.00739
other                                0             41                 0
AND-OR/OR-AND                      460            460             0.652
area by class of cell:
class              instances  area [µm²]
well taps               1265        1580
multi-input cells        759        5340
inverters                  6        22.5
fillers                10800       79000
repair buffers           908        8870
diodes                    41         103
through the flow:
stage          hold slack (ps)  instances  area [µm²]  total power, W
6_report                  7010       2979       15900        0.000405
4_1_cts                   7020       2938       15800        0.000408
3_5_place_dp              7010       2938       15800        0.000405
2_1_floorplan             6100        858        5590       0.0000651
3_3_place_gp              7000       2937       15800        0.000406
5_1_grt                   7060       2955       15900        0.000421
routing by layer:
layer	global-route usage	share of wire	up-vias
li1	-	-	5405
met5	0	0.0074	-
met1	0.288	0.40	6282
met2	0.356	0.44	999
met3	0.125	0.13	248
met4	0.0508	0.023	152
Power is estimated from default activity; no workload was simulated.
